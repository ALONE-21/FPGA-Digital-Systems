==> /design/flow/design.v <==
module binary_to_bcd(input [7:0] BIN, output reg [11:0] BCD);
    integer i;
    always @(*) begin
        BCD = 0;
        for (i = 7; i >= 0; i = i - 1) begin
            if (BCD[11:8] >= 5) BCD[11:8] = BCD[11:8] + 3;
            if (BCD[7:4] >= 5)  BCD[7:4] = BCD[7:4] + 3;
            if (BCD[3:0] >= 5)  BCD[3:0] = BCD[3:0] + 3;
            BCD = BCD << 1;
            BCD[0] = BIN[i];
        end
    end
endmodule
==> /design/flow/run.sh <==
#!/bin/bash
# OpenROAD 26Q1-2900-gdf79404cd8, Yosys 0.63+post, stock flow scripts
make -C /OpenROAD-flow-scripts/flow DESIGN_CONFIG=/design/flow/config.mk WORK_HOME=/design/flow/orfs finish
==> /design/flow/config.mk <==
export PLATFORM = sky130hd
export DESIGN_NAME = binary_to_bcd
export DESIGN_NICKNAME = binary_to_bcd
export VERILOG_FILES = /design/flow/design.v
export SDC_FILE = /design/flow/constraint.sdc
export NUM_CORES = 4
export LEC_CHECK = 1
export CORE_AREA = 10 10 70 70
export DIE_AREA = 0 0 80 80
==> /design/flow/constraint.sdc <==
current_design binary_to_bcd

set clk_period 7.8
set clk_io_pct 0.2

create_clock -name clk0 -period $clk_period

set non_clock_inputs [all_inputs -no_clocks]
set_input_delay [expr $clk_period * $clk_io_pct] -clock clk0 $non_clock_inputs
set_output_delay [expr $clk_period * $clk_io_pct] -clock clk0 [all_outputs]
==> impl_metrics.env <==
# yosys + openroad results
export IMPL_outcome="complete, no violations"
export IMPL_ioPinCount=20
export IMPL_switching_share_pct=43.41
export IMPL_grt_ovfl_total=0
export IMPL_grt_use_total_pct=9.968
export IMPL_setup_tns_ps=0
export IMPL_synth_warnings=1
export IMPL_worst_setup_path_start_kind="input pin"
export IMPL_synth_cell_types=54
export IMPL_drc=0
export IMPL_final_core_util_pct=53.70
export IMPL_drv_cap=0
export IMPL_layout_min_cycle_time_ps=7551
export IMPL_tightestPinTransition_ps=544.9
export IMPL_postCtsHoldBufs=0
export IMPL_clock_buffers=0
export IMPL_whs_ps=3120
export IMPL_grt_max_degree=12
export IMPL_antenna_found_initial=0
export IMPL_core_area_um2=3416
export IMPL_drive_gt1_share_pct=48.40
export IMPL_tool_warnings=35
export IMPL_synth_area_um2=1085
export IMPL_avgRoutedWirePerCell_um=12.83
export IMPL_peakVddDrop_uv=122.3
export IMPL_hold_class="in2out"
export IMPL_grt_pass1_vias=1310
export IMPL_crit_type="in2out"
export IMPL_switchingPower_uw=146.0
export IMPL_chip_area_um2=6400
export IMPL_ys_area_um2=1085
export IMPL_syn_to_final_growth_pct=69.09
export IMPL_regArea_um2=0
export IMPL_power_frac_seq_pct=0
export IMPL_power_uw=336.3
export IMPL_path_max_fanout=3
export IMPL_rows=21
export IMPL_worstPathArrival_ps=5990
export IMPL_clkPwrFrac_pct=0
export IMPL_yosysMostFrequentCell="nor2_1"
export IMPL_floorplan_core_util_pct=31.76
export IMPL_min_from="BIN[0]"
export IMPL_hold_viol_final=0
export IMPL_drt_vias_per_instance=5.291
export IMPL_final_period_utilization_pct=96.80
export IMPL_max_stage_delay_ps=460
export IMPL_diodes=0
export IMPL_nFillCells=310
export IMPL_seq_area_frac_synth_pct=0
export IMPL_ys_cells=151
export IMPL_gp_congestion=0.9349
export IMPL_combPwrFrac_pct=100.0
export IMPL_wl_mm=3.399
export IMPL_initialDrtViolationCount=82
export IMPL_grt_pass1_wl_mm=5.637
export IMPL_placement_io_buffers=16
export IMPL_critPathCaptureType="output port"
export IMPL_die_w_um=80
export IMPL_final_max_slew_viol_count=0
export IMPL_cp_required_ps=6240
export IMPL_combGateArea_um2=1150
export IMPL_top_cells_by_count="nor2_1, a21oi_1, nand2_1"
export IMPL_maxSlewHeadroom_pct=62.64
export IMPL_dp_hpwl_mm=2.481
export IMPL_powerDensity_nw_per_um2=183.4
export IMPL_num_vias=1402
export IMPL_die_y_um=80
export IMPL_drtAntennaViolNets=0
export IMPL_p_leak_nw=0.7766
export IMPL_design_seq_count=0
export IMPL_top_area_cell="ha_1"
export IMPL_syn_inst=151
export IMPL_fmax_mhz=132.4
export IMPL_synth_area_per_cell_um2=7.184
export IMPL_synth_top_cell_area_share_pct=10.38
export IMPL_netlist_top_cells_area="ha_1, a21oi_1, mux2i_1"
export IMPL_cp_common_cell="ha_2"
export IMPL_first_pass_iters=4
export IMPL_power_internal_uw=190.3
export IMPL_cp_slowest_cell="clkdlybuf4s50_1"
export IMPL_worst_hold_path_endpoint="BCD[0]"
export IMPL_min_path_cells=0
export IMPL_setup_violations=0
per-stage QoR:
stage | setup WS [ps] | instance area (um^2) | cells
floorplan | 325.1 | 1089 | 152
global placement | -106.2 | 1595 | 252
detailed placement | -287.1 | 1595 | 252
CTS | 162.9 | 1717 | 259
global route | -34.62 | 1834 | 265
finish | 249.4 | 1834 | 265
critical path: cells and delay by family:
family | cells | cell delay (ps)
AOI/OAI and AO/OA | 8 | 1260
and+or+nand+nor | 7 | 1090
adders and majority gates | 5 | 960
buffers and inverters | 4 | 840
xor gates and xnor gates | 2 | 290
layout make-up:
| cell class | instances | share of cell area [%] |
|---|---|---|
| tap | 46 | 3.138 |
| multi-input combinational | 136 | 62.69 |
| timing repair buffer | 73 | 32.13 |
| inverter | 10 | 2.046 |
power groups by stage:
stage	Clock, mW	Sequential, mW	Combinational [mW]
5_1_grt	0	0	0.369
6_report	0	0	0.336
4_1_cts	0	0	0.312
kinds of logic (layout without fill, tap and decap cells):
family / count (synthesis) / count (layout) / share of synthesized area (%)
AOI/OAI and AO/OA: 54 / 54 / 38.18
and+or+nand+nor: 54 / 54 / 25.61
buffers and inverters: 16 / 83 / 7.267
xor gates and xnor gates: 4 / 4 / 3.229
other: 1 / 2 / 0.3457
muxes: 13 / 13 / 14.99
adders and majority gates: 9 / 9 / 10.38
cell usage in the layout (no fill, tap or decap), types with 5 or more instances in the layout:
cell type / instances
buf_4: 57
a21oi_2: 5
nand2_1: 11
nor2_1: 14
inv_1: 6
ha_2: 7
nor3_1: 9
a21oi_1: 8
clkdlybuf4s50_1: 13
o21ai_0: 7
mux2i_1: 6
metal layers:
metal	wire, um	track usage (%)	part of all wire [%]	up-vias
li1	-	-	-	703
met1	1641	13.64	48	650
met2	1541	17.34	45	45
met3	202	1.023	5.9	4
met4	14	0	0.41	0
met5	0	0	0	-
how the worst max path moves through the flow:
| stage | start | end | slack (ps) | depth (start not counted) |
|---|---|---|---|---|
| 6_report | BIN[5] | BCD[7] | 250 | 26 |
| 4_1_cts | BIN[7] | BCD[7] | 160 | 23 |
| 5_1_grt | BIN[5] | BCD[7] | -30 | 27 |
timing repair:
item                                    CTS  global route
gates cloned                              0             0
hold endpoints to repair                  0             0
pin swaps                                14            15
buffers inserted                          7             6
endpoints found under the setup margin    3             3
resized                                  23            17
Power and IR drop assume default switching activity.
