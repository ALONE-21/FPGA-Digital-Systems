`./run.sh`:
```
#!/bin/bash
# OpenROAD 26Q1-2900-gdf79404cd8, Yosys 0.63+post, stock flow scripts
make -C /OpenROAD-flow-scripts/flow DESIGN_CONFIG=/design/flow/config.mk WORK_HOME=/design/flow/orfs finish
```
`./config.mk`:
```
export PLATFORM = sky130hd
export DESIGN_NAME = sync_updown_counter
export DESIGN_NICKNAME = sync_updown_counter
export VERILOG_FILES = /design/flow/design.v
export SDC_FILE = /design/flow/constraint.sdc
export NUM_CORES = 4
export LEC_CHECK = 1
export CORE_AREA = 10 10 70 70
export DIE_AREA = 0 0 80 80
```
`./constraint.sdc`:
```
current_design sync_updown_counter

set clk_period 2.8
set clk_io_pct 0.2

create_clock -name clk0 -period $clk_period [get_ports {clk}]

set non_clock_inputs [all_inputs -no_clocks]
set_input_delay [expr $clk_period * $clk_io_pct] -clock clk0 $non_clock_inputs
set_output_delay [expr $clk_period * $clk_io_pct] -clock clk0 [all_outputs]
```
`./design.v`:
```
module sync_updown_counter(input clk, input rst, input up, output reg [3:0] Q);
    always @(posedge clk or posedge rst)
        if (rst) Q <= 0;
        else if (up) Q <= Q + 1;
        else Q <= Q - 1;
endmodule
```
==> metrics.yaml <==
worst_setup_path:
  cp.arrival_ns: 1.16
  crit_type: "reg -> out"
  max_stage_delay_ns: 0.51
  critPathSlowestCell: "clkdlybuf4s50_1"
  crit_chain: "clkdlybuf4s50_1"
  r2r-start: "Q[1]"
  path_max_fanout: 4
  r2r_slack_ns: 1.56
  cp_num_cells: 1
  cp_data_required_time_ns: 2.24
  r2r_cells: 4
  critPathBufInv: 1
  start_kind: "register"
  end_kind: "output pin"
  crit_family: "buffers and inverters"
  timing.rr.end: "Q[3]"
synthesis:
  topCellsByArea: "dfrtp_1, ha_1, fa_1"
  syn_area_per_cell_um2: 13.3
  yosysWarnings: 1
  xor_share_pct: 13.2
  yosysChipArea_um2: 199
  ys_ff: 4
  compound_area_share_pct: 8.18
  ys_types: 8
  logic_family: "adder cells"
  ys_sh_simple_pct: 0
  ys_cells: 15
  mux_share_pct: 0
  synth_seq_share_pct: 50.3
  top_cell_area_share_pct: 50.3
  syn_area_um2: 199
  adder_share_pct: 22.6
  yosys.area.top_type: "dfrtp_1"
  netlist_instances: 15
floorplan:
  ios: 7
  initCoreUtil_pct: 5.82
  coreArea_um2: 3420
  die_area_um2: 6400
  die_w_um: 80
  chipHeight_um: 80
  row_count: 21
final_timing:
  worst_slew_pin_slew_ns: 0.194
  worst_slack_ns: 1.08
  finalClockSkew_ns: 0.000382
  min_period_ns: 1.72
  period_used_pct: 61.5
  rsz0062_at_grt: "no"
  report.final.slew_viol_count: 0
  relSlewSlack_pct: 87.0
  fin_tns_setup_ns: 0
  max_freq_mhz: 580
  finalSetupViolCount: 0
  final-hold-violation-count: 0
clocking:
  cts_hold_buf: 0
  clk_path_buf_depth: 2
  htreeDepth: 1
  post-cts-setup-buffer-count: 0
  numCtsBuffers: 3
  cts-resized-gates: 0
  clkLatencyLatePin_ns: 0.24
  cts_tree: "built"
  clkTransAtPathRegs_ns: 0.04
  root_buffer: "clkbuf_4"
  clkSinkCount: 4
routing:
  drt-total-wl_um: 457
  via_per_inst: 1.91
  dr.pass1.iters: 2
  wl_per_cell_um: 6.53
  drt_iter0_markers: 1
  ant_nets: 0
  n_antenna_cell: 0
  vias: 134
  drcViolationCount: 0
placement:
  port_buffers: 6
  dp_slack_ns: 0.816
  gp_congestion: 0.752
  dp_cells: 67
layout:
  finish.utilization_pct: 9.93
  area_delta_synth_final_pct: 70.4
  fillers: 402
  regMostFlops: "Q"
  drive_above_1_share_pct: 16.7
  final_cells: 70
  largest_reg_flops: 4
  largestRegisters: "Q x4"
global_route:
  grt_pass1_wl_um: 772
  gr-total-overflow: 0
  antenna_found_initial: 0
  grt_start_max_net_pins: 5
  grt_busiest_layer: "met3"
  grtUsageMet1_pct: 2.01
  grtUsageMet3_pct: 2.50
  met2_usage_pct: 1.69
  grt_util_all_layers_pct: 1.72
  grt_pass1_vias: 165
power:
  powerDensity_nw_per_um2: 835
  power_leakage_nw: 0.141
  vdd_drop_max_mv: 0.139
outcome:
  run_status: "finished clean"
run:
  drv_cap: 0
  warning_count: 25
hold_path:
  hold_path.class: "in -> async"
==> cell usage in the layout, fill, tap and decap left out, drive strengths merged <==
master	synthesis	routed
clkdlybuf4s50	0	6
dfrtp	4	4
inv	3	3
clkbuf	0	3
xnor2	2	2
ha	2	2
a21o	1	1
a21oi	1	1
xor2	1	1
fa	1	1
==> final cells by class <==
cell class | count | area [µm²] | area share, %
sequential | 4 | 100 | 29.5
multi-input combinational | 8 | 87.6 | 25.8
timing repair buffer | 6 | 60.1 | 17.7
tap | 46 | 57.6 | 17.0
clock buffer | 3 | 22.5 | 6.64
inverter | 3 | 11.3 | 3.32
==> how the worst max path moves through the flow <==
stage / startpoint / to / slack, ns
after CTS: Q[0] / Q[0] / 1.06
after global routing: up / Q[3] / 0.99
final: Q[0] / Q[0] / 1.08
==> logic make-up (layout without fill, tap and decap cells) <==
group,Yosys count,after routing
flip-flops,4,4
adder cells (fa/ha/maj),3,3
XOR/XNOR,3,3
buffers and inverters,3,12
AND-OR/OR-AND,2,2
==> layer usage <==
layer  up-vias  share of wire, %
met3         0                24
li1         64                 -
met2         9                31
met5         -                 0
met1        61                45
met4         0                 0
==> metrics by stage <==
stage                     hold WS [ns]  cell area (µm²)  power [mW]
after CTS                        0.527              339       0.291
after floorplan                  0.326              199       0.154
after global routing             0.533              339       0.309
after global placement           0.498              317       0.212
final                            0.519              339       0.283
after detailed placement         0.521              317       0.217
==> cells in the mapped netlist, drive strengths merged <==
| master | count |
|---|---|
| dfrtp | 4 |
| inv | 3 |
| ha | 2 |
| xnor2 | 2 |
| a21o | 1 |
| a21oi | 1 |
| fa | 1 |
| xor2 | 1 |
==> power by group <==
group / internal [mW] / switching, mW / leakage [nW] / total, mW
Sequential: 0.0820 / 0.0177 / 0.0496 / 0.0997
Clock: 0.0480 / 0.0243 / 0.0138 / 0.0722
Combinational: 0.0749 / 0.0365 / 0.0781 / 0.111
Power and IR drop assume default switching activity.
