$ cat flow/design.v
module full_adder(input A, input B, input Cin, output SUM, output CARRY);
    assign SUM = A ^ B ^ Cin;
    assign CARRY = (A & B) | (B & Cin) | (A & Cin);
endmodule
module adder_8bit(input [7:0] A, input [7:0] B, output [7:0] SUM, output CARRY);
    wire [7:0] carry;
    genvar i;
    generate
        for(i = 0; i < 8; i = i + 1) begin : adder
            if (i == 0)
                full_adder FA (A[i], B[i], 0, SUM[i], carry[i]);
            else
                full_adder FA (A[i], B[i], carry[i-1], SUM[i], carry[i]);
        end
    endgenerate
    assign CARRY = carry[7];
endmodule
module multiplier_8bit(input [7:0] A, input [7:0] B, output [15:0] PRODUCT);
    assign PRODUCT = A * B;
endmodule
$ cat flow/run.sh
#!/bin/bash
# OpenROAD 26Q1-2900-gdf79404cd8, Yosys 0.63+post, stock flow scripts
make -C /OpenROAD-flow-scripts/flow DESIGN_CONFIG=/design/flow/config.mk WORK_HOME=/design/flow/orfs finish
$ cat flow/config.mk
export PLATFORM = sky130hd
export DESIGN_NAME = adder_8bit
export DESIGN_NICKNAME = adder_8bit
export VERILOG_FILES = /design/flow/design.v
export SDC_FILE = /design/flow/constraint.sdc
export NUM_CORES = 4
export LEC_CHECK = 1
export CORE_AREA = 10 10 70 70
export DIE_AREA = 0 0 80 80
$ cat flow/constraint.sdc
current_design adder_8bit

set clk_period 3.1
set clk_io_pct 0.2

create_clock -name clk0 -period $clk_period

set non_clock_inputs [all_inputs -no_clocks]
set_input_delay [expr $clk_period * $clk_io_pct] -clock clk0 $non_clock_inputs
set_output_delay [expr $clk_period * $clk_io_pct] -clock clk0 [all_outputs]
==> impl_metrics.env <==
# implementation run metrics
export IMPL_ys_warn_count=1
export IMPL_core_area_sq_um=3420
export IMPL_placed_area_sq_um=509
export IMPL_grt_ovfl_total=0
export IMPL_cp_common_cell="fa_2"
export IMPL_clkbuf_count=0
export IMPL_grtUsageTotal_pct=2.31
export IMPL_drt_pass1_iter_count=1
export IMPL_cp_slowest_cell="fa_2"
export IMPL_rsz0062_at_grt="true"
export IMPL_cp_startpoint="A[0]"
export IMPL_fin_ws_ns=-1.05
export IMPL_critPathMaxFanout=1
export IMPL_yosysSeqAreaShare_pct=0
export IMPL_synth_distinct_cells=4
export IMPL_ys_cells=21
export IMPL_hold_buffers=0
export IMPL_arrival_ns=3.53
export IMPL_yosysTopAreaCell="fa_1"
export IMPL_final_area_sq_um=487
export IMPL_path_class="in -> out"
export IMPL_synth_avg_cell_area_sq_um=11.0
export IMPL_wirelength_microns=754
export IMPL_fin_tns_setup_ns=-2.95
export IMPL_antenna_found_initial=0
export IMPL_grt_pass1_wl_microns=1170
export IMPL_hold_ws_ns=1.88
export IMPL_seq_cells=0
export IMPL_p_total_mw=0.0765
export IMPL_dp_hpwl_microns=740
export IMPL_critPathMaxStageDelay_ns=0.42
export IMPL_maxCapViolations=0
export IMPL_setup_violations=5
export IMPL_remaining_drc_errors=0
export IMPL_top_cell="buf_4"
export IMPL_area_delta_synth_final_pct=110
export IMPL_hp_class="in -> out"
export IMPL_synthTopCellsByCount="buf_4, fa_1, inv_1, ha_1"
export IMPL_critPathTopFamily="adder cells"
export IMPL_period_used_pct=134
export IMPL_outcome="finished, violations left"
export IMPL_power_density_nw_per_um2=157
export IMPL_post_route_min_period_ns=4.15
export IMPL_final_layout_size_suffix_gt1_share_pct=50.0
export IMPL_hold_violations=0
export IMPL_p_sw_share_pct=30.8
export IMPL_drt_iter0_markers=0
export IMPL_cellLeakagePower_nw=0.184
export IMPL_grt_max_degree=2
export IMPL_start_kind="primary input"
export IMPL_cp_required_ns=2.48
export IMPL_relSlewSlack_pct=92.4
export IMPL_violations="negative setup slack"
export IMPL_grt_pass1_vias=239
export IMPL_top_cells_by_area="fa_1, buf_4, inv_1"
export IMPL_vias=188
export IMPL_ios=25
export IMPL_worstMarginPinSlew_ns=0.114
export IMPL_crit_buf_inv=4
export IMPL_p_comb_share_pct=100.0
export IMPL_synth_chip_area_sq_um=231
export IMPL_fmax_mhz=241
export IMPL_power_frac_clock_pct=0
export IMPL_seqCellArea_sq_um=0
export IMPL_p_int_mw=0.0529
export IMPL_peakVddDrop_mv=0.0572
export IMPL_netlist_area_leader_share_pct=60.5
export IMPL_cp_cell_sequence="buf_6, ha_4, fa_2, fa_2, fa_2, fa_2, fa_2, fa_2, inv_2, fa_2, inv_2, buf_2"
export IMPL_via_per_inst=2.24
export IMPL_postSynthCellCount=21
export IMPL_dieArea_sq_um=6400
export IMPL_place_port_buffers=25
export IMPL_final_max_slew_viol_count=0
export IMPL_routedWlPerCell_microns=8.98
export IMPL_end_kind="output pin"
export IMPL_antenna_left=0
export IMPL_postCtsSetupBuffers=0
export IMPL_die_x_microns=80
export IMPL_worstHoldStart="B[0]"
export IMPL_tool_warnings=35
export IMPL_power_switching_mw=0.0236
export IMPL_rows=21
export IMPL_initCoreUtil_pct=6.78
export IMPL_chipHeight_microns=80
export IMPL_finalWeightedCongestion=0.840
export IMPL_synth_area_sq_um=231
export IMPL_power_frac_seq_pct=0
export IMPL_num_antenna_cells=0
## placed cells by master, fill, tap and decap left out
cell | Yosys | final
buf_6 | 0 | 3
fa_2 | 0 | 7
inv_1 | 5 | 2
ha_4 | 0 | 1
dlygate4sd2_1 | 0 | 1
clkdlybuf4s50_1 | 0 | 15
inv_2 | 0 | 3
buf_2 | 0 | 4
clkbuf_2 | 0 | 1
clkdlybuf4s15_1 | 0 | 1
## kinds of logic after synthesis
| kind of cell | share of synthesized area (%) |
|---|---|
| adders and majority gates | 65.9 |
| buffers and inverters | 34.1 |
## per-stage QoR
stage	utilization [%]	worst slack [ns]	instances
after floorplan	-	-0.895	21
after global placement	14.9	-1.81	84
after detailed placement	14.9	-1.82	84
after CTS	14.1	-1.31	84
after global routing	14.2	-1.15	84
final	14.2	-1.05	84
## power by group through the flow
stage	clock (mW)	combinational, mW	sequential [mW]
after global routing	0	0.0888	0
after CTS	0	0.0758	0
final	0	0.0765	0
## per-layer routing
metal,vias to the layer above,global-route usage (%),routed length (microns)
met5,-,0,0
met4,0,0,0
met3,0,1.93,200
met2,24,2.49,166
met1,79,3.45,387
li1,85,-,-
## final cells by class
cell class	count	area, sq um
tap	46	57.6
multi-input combinational	8	183
timing repair buffer	25	228
inverter	5	18.8
fill	395	2930
## final timing paths
kind / to / slack, ns / cells after the start
worst max-delay path: SUM[7] / -1.05 / 12
worst min-delay path: SUM[0] / 1.88 / 3
## timing repair
item,4_1_cts,5_1_grt
pin swaps,8,8
endpoints found under the setup margin,7,5
gates resized,30,5
Power and IR drop assume default switching activity.
